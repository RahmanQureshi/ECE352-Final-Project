==> design/flow/config.mk <==
export PLATFORM = sky130hd
export DESIGN_NAME = HEXs
export DESIGN_NICKNAME = HEXs
export VERILOG_FILES = /design/flow/design.v
export SDC_FILE = /design/flow/constraint.sdc
export NUM_CORES = 4
export LEC_CHECK = 1
export CORE_AREA = 10 10 111 111
export DIE_AREA = 0 0 121 121
==> design/flow/constraint.sdc <==
current_design HEXs

set clk_period 2.2
set clk_io_pct 0.2

create_clock -name clk0 -period $clk_period

set non_clock_inputs [all_inputs -no_clocks]
set_input_delay [expr $clk_period * $clk_io_pct] -clock clk0 $non_clock_inputs
set_output_delay [expr $clk_period * $clk_io_pct] -clock clk0 [all_outputs]
==> design/flow/design.v <==
module chooseHEXs
(
in0, in1, in2, in3,
select, out1, out0
);
input 	[7:0] in0, in1, in2, in3;
input	[1:0] select;
output 	[6:0] out0, out1;
reg		[7:0] temp_in;
always@(*)
begin
	if( select == 0 )
		temp_in = in0;
	else if( select == 1 )
		temp_in = in1;
	else if( select == 2 )
		temp_in = in2;
	else if( select == 3 )
		temp_in = in3;
	else
		temp_in = in0;
end
HEX hex0 ( temp_in[7:4], out1 );
HEX hex1 ( temp_in[3:0], out0 );
endmodule
module HEXs
(
in0, in1, in2, in3, inCounter, selH, selC,
out0, out1, out2, out3,
out4, out5
);
input 	[7:0] in0, in1, in2, in3;
input 	[15:0] inCounter;
input 	selH;
input 	selC;
output 	[6:0] out0, out1, out2, out3;
output 	[6:0] out4, out5;
reg [3:0] hex_in_0;
reg [3:0] hex_in_1;
reg [3:0] hex_in_2;
reg [3:0] hex_in_3;
reg [3:0] hex_in_4;
reg [3:0] hex_in_5;
always @(selH, selC)
begin
	if (selC==1)
	begin
		hex_in_2 = inCounter[15:12];
		hex_in_3 = inCounter[11:8];
		hex_in_4 = inCounter[7:4];
		hex_in_5 = inCounter[3:0];
	end
	else
		case (selH)
		   0: begin
			hex_in_0 = in0[7:4];
		   hex_in_1 = in0[3:0];
		   hex_in_2 = 4'b0;
		   hex_in_3 = 4'b0;
		   hex_in_4 = 4'b0;
		   hex_in_5 = 4'b0;
	      end
		   1: begin
		   hex_in_0 = in1[7:4];
		   hex_in_1 = in1[3:0];
		   hex_in_2 = in2[7:4];
		   hex_in_3 = in2[3:0];
		   hex_in_4 = in3[7:4];
		   hex_in_5 = in3[3:0];
	      end
		endcase
end
HEX hex0 ( hex_in_0, out5 );
HEX hex1 ( hex_in_1, out4 );
HEX hex2 ( hex_in_2, out3 );
HEX hex3 ( hex_in_3, out2 );
HEX hex4 ( hex_in_4, out1 );
HEX hex5 ( hex_in_5, out0 );
endmodule
module HEX (in, out);
input 	[3:0] in;
output 	[6:0] out;
reg [6:0] out;
always @(in)
begin
	case (in)
		0: out = 7'b1000000;
		1: out = 7'b1111001;
		2: out = 7'b0100100;
		3: out = 7'b0110000;
		4: out = 7'b0011001;
		5: out = 7'b0010010;
		6: out = 7'b0000010;
		7: out = 7'b1111000;
		8: out = 7'b0000000;
		9: out = 7'b0010000;
		10: out = 7'b0001000;
		11: out = 7'b0000011;
		12: out = 7'b1000110;
		13: out = 7'b0100001;
		14: out = 7'b0000110;
		15: out = 7'b0001110;
	endcase
end
endmodule
==> design/flow/run.sh <==
#!/bin/bash
# OpenROAD 26Q1-2900-gdf79404cd8, Yosys 0.63+post, stock flow scripts
make -C /OpenROAD-flow-scripts/flow DESIGN_CONFIG=/design/flow/config.mk WORK_HOME=/design/flow/orfs finish
==> metrics.cfg <==
[outcome]
status=finished, violations left
violations=setup timing

[yosys]
topCellsByArea=ha_1 22%, mux2i_1 7.5%, mux2_2 5.8%, dlxtn_1 5.6%, nand2_1 4.9%
largest_area_cell=ha_1
yosysTopAreaCellShare=0.2220
synthDistinctLibCells=43
common_cells=38 x ha_1, 28 x nand2_1, 21 x inv_1
ys.flops=8
avgSynthCellArea_um2=7.904
yosysWarnings=2
yosysChipArea_mm2=0.002142
synth_area_mm2=0.002142
postSynthCellCount=271
ys_cells=271
top_cell=ha_1
synth-async-reset-ratio=0
flop_cell=dlxtn_1
edf_count=0

[global_route]
grt_pass1_vias=2727
track_usage=0.1063
antenna_found_initial=0
grt_start_max_net_pins=26
grt_pass1_wl_um=13440
overflow=0

[sta]
relSlewSlack=0.6552
hold_viol=0
post-route-min-period_ns=2.418
fin_setup_tns_ns=-3.094
unclocked_regs=8
setup_viol=28
timing.final.ws_setup_ns=-0.2177
tightestPinTransition_ns=0.5167
drv_slew=0
min_period_over_period=1.099
rsz0062_at_grt=true
timing.fmax_ghz=0.4136
untimed_endpoints=22

[setup_path]
critPathMaxFanout=5
arrival_ns=1.98
worstPathRequired_ns=1.76
critPathCaptureType=primary output
critPathKind=primary input to primary output
crit_path_start_kind=primary input

[power_and_ir_drop]
switching_share=0.4201
internal-power_uw=541.0
p_switching_uw=392.0
power_density_mw_per_mm2=210.5
p_leak_uw=0.001988
seq_power_share=0.030
clkPwrFrac=0
peakVddDrop_uv=113.4
combPwrFrac=0.970

[worst_hold_path]
hold_class=primary input to primary output

[place]
gp_congestion=0.9684
portBuffers=92
dpl_worst_slack_ns=-0.9437
hpwlAfterDp_um=6006

[routing]
vias=2689
firstDrtPassIters=4
insertedDiodeCount=0
drt-initial-drc-count=84
route.final.wire_length_um=8296
drc=0
drtAntennaViolNets=0
viasPerCell=4.668
wl_per_cell_um=14.40

[floorplan]
fp_util=0.2171
die_w_um=121
die_area_mm2=0.01464
io_pins=92
core_mm2=0.009864
num_rows=36
die_h_um=121

[finish]
drive_gt1_frac=0.5192
syn_to_final_growth_pct=106.9

[flow_run]
drv_cap=0
warnings=67

-- timing repair --
item,in CTS,in global routing
hold buffers,0,0
gates resized,214,25
endpoints found under the setup margin,28,28
pin swaps,48,19
gates cloned,1,0
buffers inserted,38,3
-- through the flow --
stage | total power (uW) | cells | hold slack [ns] | area (um2) | utilization
after floorplan | 333.7 | 271 | 0.9974 | 2250 | -
after global placement | 736.4 | 535 | 1.922 | 3641 | 0.3691
after detailed placement | 737.1 | 535 | 1.929 | 3641 | 0.3691
after CTS | 885.0 | 573 | 1.526 | 4292 | 0.4351
after global routing | 1010 | 576 | 1.562 | 4432 | 0.4493
final | 933.1 | 576 | 1.501 | 4432 | 0.4493
-- cell type report --
class	instances	area (um2)
well taps	133	166.4
flip-flops and latches	8	120.1
fillers	855	5433
inverters	21	91.34
repair buffers	188	1640
multi-input cells	226	2414
-- flip-flops by register name, indices dropped and copies added (netlist names) --
name      cells
hex_in_0      4
hex_in_1      4
-- worst max-delay path: stages --
cell,delay (ns)
buf_6,0.07
and2b_4,0.21
buf_12,0.14
a22oi_2,0.18
buf_4,0.14
inv_2,0.03
buf_6,0.10
ha_4,0.14
mux2_4,0.26
a21o_1,0.15
buf_2,0.10
-- power groups by stage --
stage / clock network (uW) / registers (uW) / logic (uW)
after CTS: 0 / 28.1 / 857
after global routing: 0 / 30.0 / 980
final: 0 / 27.9 / 905
-- routing by layer --
| layer | vias to the layer above | wire length (um) | GRT usage |
|---|---|---|---|
| li1 | 1356 | - | - |
| met1 | 1250 | 3903 | 0.1438 |
| met2 | 77 | 3841 | 0.1816 |
| met3 | 6 | 503 | 0.01748 |
| met4 | 0 | 47 | 0.004525 |
| met5 | - | 0 | 0 |
-- worst paths after layout --
path | start | end | cells after the start
worst max-delay path | selC | out3[3] | 11
worst min-delay path | in3[3] | out0[1] | 6
-- layout by cell type (no fill, tap or decap), drive strengths merged, types with 8 or more instances in the layout --
master / n
nand2: 28
mux2: 12
dlygate4sd2: 13
dlxtn: 8
a21oi: 19
mux2i: 16
clkdlybuf4s50: 48
buf: 126
nand3b: 14
o22ai: 16
o21ai: 12
o31ai: 8
nor2: 8
ha: 38
inv: 21
-- kinds of logic (layout without fill, tap and decap cells) --
group           Yosys count  count (layout)  share of synthesized area
latches                   8               8                    0.05607
compound gates           93              93                     0.3026
simple gates             65              65                     0.1752
buf+inv                  37             209                    0.08528
mux                      30              30                     0.1589
fa+ha+maj                38              38                     0.2220
Power and IR drop assume default switching activity.
