`config.mk`:
```
export PLATFORM = sky130hd
export DESIGN_NAME = ExecuteController
export DESIGN_NICKNAME = ExecuteController
export VERILOG_FILES = /design/flow/design.v
export SDC_FILE = /design/flow/constraint.sdc
export NUM_CORES = 4
export LEC_CHECK = 1
export CORE_AREA = 10 10 70 70
export DIE_AREA = 0 0 80 80
```
`constraint.sdc`:
```
current_design ExecuteController

set clk_period 1.9
set clk_io_pct 0.2

create_clock -name clk0 -period $clk_period

set non_clock_inputs [all_inputs -no_clocks]
set_input_delay [expr $clk_period * $clk_io_pct] -clock clk0 $non_clock_inputs
set_output_delay [expr $clk_period * $clk_io_pct] -clock clk0 [all_outputs]
```
`design.v`:
```
module ExecuteController
(
reset, IR1Out, IR2Out, IR3Out, IR4Out, clock,
N, Z, RFWrite, branching,
PCwrite, AddrSel, MemRead, PCSel,
MemWrite, IRload, R1Sel, MDRload,
R1R2Load, ALU1, ALU2, ALUop,
ALUOutWrite, RegIn, FlagWrite, CounterEnable, OutputSel, 
MemAdrMuxSel, MemDataInMuxSel
);
	input	N, Z;
	input	reset, clock;
	input RFWrite, branching;
	input [7:0] IR1Out, IR2Out, IR3Out, IR4Out;
	output	PCSel, PCwrite, AddrSel, MemRead, MemWrite, IRload, R1Sel, MDRload;
	output	R1R2Load, ALUOutWrite, RegIn, FlagWrite;
	output  CounterEnable;
	output	[2:0] ALU1, ALU2, ALUop;
	output reg OutputSel, MemAdrMuxSel, MemDataInMuxSel;
	reg 	PCSel;
	reg	PCwrite, AddrSel, MemRead, MemWrite, IRload, R1Sel, MDRload, CounterEnable;
	reg	R1R2Load, ALUOutWrite, RegIn, FlagWrite;
	reg	[2:0] ALU1, ALU2, ALUop;
	reg [3:0] state;
	reg [3:0] instr;
	reg [3:0] state2;  
	reg [3:0] instr2;
	parameter [3:0] reset_s = 0, c1 = 1, c2 = 2, c3_asn = 3,
					c4_asnsh = 4, c3_shift = 5, c3_ori = 6,
					c4_ori = 7, c5_ori = 8, c3_load = 9, c4_load = 10,
					c3_store = 11, c3_bpz = 12, c3_bz = 13, c3_bnz = 14,
					stop = 15;
	always @(*)
	begin
		case(state)
			c3_asn:
				begin
				MemAdrMuxSel = 0;
				MemDataInMuxSel = 0;
				if(state2==c3_ori)  
					begin
					if(IR3Out[7:6]==1 && RFWrite==1 && branching==0) ALU1 = 0;
					else ALU1 = 2;
					if(IR3Out[5:4]==1 && RFWrite==1 && branching==0) ALU2 = 1;
					else ALU2 = 0;
					end
				else
					begin
					if(IR4Out[7:6]==IR3Out[7:6] && RFWrite==1 && branching==0) ALU1 = 0;
					else ALU1 = 2;
					if(IR4Out[7:6]==IR3Out[5:4] && RFWrite==1 && branching==0) ALU2 = 3'b001;
					else ALU2 = 3'b000;
					end
				end
			c3_shift:
				begin
				MemAdrMuxSel = 0;
				MemDataInMuxSel = 0;
				ALU2 = 4;  
				if(state2==c3_ori)
					begin
					if(IR3Out[7:6]==1 && RFWrite==1 && branching==0) ALU1 = 0;
					else ALU1 = 2;
					end
				else
					if(IR4Out[7:6]==IR3Out[7:6] && RFWrite==1 && branching==0) ALU1 = 0;
					else ALU1 = 2;
				end
			c3_ori:
				begin
				MemAdrMuxSel = 0;
				MemDataInMuxSel = 0;
				ALU2 = 3;  
				if(IR4Out[7:6]==1 && RFWrite==1 && branching==0) ALU1 = 0;
				else ALU1 = 2;
				end
			c3_load:
				begin
				MemDataInMuxSel = 0;
				ALU1 = 2;  
				ALU2 = 3'b000;  
				if(state2==c3_ori)  
					begin
					if(IR3Out[5:4]==1 && RFWrite==1 && branching==0) MemAdrMuxSel = 1;
					else MemAdrMuxSel = 0;
					end
				else
					if(IR4Out[7:6]==IR3Out[5:4] && RFWrite==1 && branching==0) MemAdrMuxSel = 1;
					else MemAdrMuxSel = 0;
				end
			c3_bpz:
				begin
				MemDataInMuxSel = 0;
				MemAdrMuxSel = 0;
				ALU1 = 1;  
				ALU2 = 2;  
				end
			c3_bz:
				begin
				MemDataInMuxSel = 0;
				MemAdrMuxSel = 0;
				ALU1 = 1;  
				ALU2 = 2;  
				end
			c3_bnz:
				begin
				MemDataInMuxSel = 0;
				MemAdrMuxSel = 0;
				ALU1 = 1;  
				ALU2 = 2;  
				end
			c3_store:
				begin
				ALU1 = 2;  
				ALU2 = 0;  
				if(state2==c3_ori)  
					begin
					if(IR3Out[7:6]==1 && RFWrite==1 && branching==0) MemDataInMuxSel = 1;
					else MemDataInMuxSel = 0;
					if(IR3Out[5:4]==1 && RFWrite==1 && branching==0) MemAdrMuxSel = 1;
					else MemAdrMuxSel = 0;
					end
				else
					begin
					if(IR4Out[7:6] == IR3Out[7:6] && RFWrite==1 && branching==0) MemDataInMuxSel = 1;
					else MemDataInMuxSel = 0;
					if(IR4Out[7:6] == IR3Out[5:4] && RFWrite==1 && branching==0) MemAdrMuxSel = 1;
					else MemAdrMuxSel = 0;
					end
				end
			default:
				begin
				MemDataInMuxSel = 0;
				MemAdrMuxSel = 0;
				ALU1 = 2;
				ALU2 = 3'b000;
				end
		endcase
	end
	always@(*)
	begin
		instr = IR3Out[3:0];
	end
	always@(*)
	begin	
		if(instr == 4'b0100 | instr == 4'b0110 | instr == 4'b1000) state = c3_asn;
		else if( instr[2:0] == 3'b011 ) state = c3_shift;
		else if( instr[2:0] == 3'b111 ) state = c3_ori;
		else if( instr == 4'b0000 ) state = c3_load;
		else if( instr == 4'b0010 ) state = c3_store;
		else if( instr == 4'b1101 ) state = c3_bpz;
		else if( instr == 4'b0101 ) state = c3_bz;
		else if( instr == 4'b1001 ) state = c3_bnz;
		else if( instr == 4'b1010 ) state = c1;  
		else if( instr == 4'b0001 ) state = stop;
		else state = 0;
	end
	always@(*)
	begin
		instr2 = IR4Out[3:0];
	end
	always@(*)
	begin	
		if(instr2 == 4'b0100 | instr2 == 4'b0110 | instr2 == 4'b1000) state2 = c3_asn;
		else if( instr2[2:0] == 3'b011 ) state2 = c3_shift;
		else if( instr2[2:0] == 3'b111 ) state2 = c3_ori;
		else if( instr2 == 4'b0000 ) state2 = c3_load;
		else if( instr2 == 4'b0010 ) state2 = c3_store;
		else if( instr2 == 4'b1101 ) state2 = c3_bpz;
		else if( instr2 == 4'b0101 ) state2 = c3_bz;
		else if( instr2 == 4'b1001 ) state2 = c3_bnz;
		else if( instr2 == 4'b1010 ) state2 = c1;  
		else if( instr2 == 4'b0001 ) state2 = stop;
		else state2 = 0;
	end
	always@(*)
	begin	
		case(state)
			c3_asn:		begin
							if ( instr == 4'b0100 ) 		 
							begin
								OutputSel = 0;
								PCSel = 1;
								PCwrite = 0;
								AddrSel = 0;
								MemRead = 0;
								MemWrite = 0;
								IRload = 1;
								R1Sel = 0;
								MDRload = 0;
								R1R2Load = 0;
								ALUop = 3'b000;
								ALUOutWrite = 1;
								RegIn = 0;
								FlagWrite = 1;
								CounterEnable = 1;
							end	
							else if ( instr == 4'b0110 ) 	 
							begin
								OutputSel = 0;
								PCSel = 1;
								PCwrite = 0;
								AddrSel = 0;
								MemRead = 0;
								MemWrite = 0;
								IRload = 1;
								R1Sel = 0;
								MDRload = 0;
								R1R2Load = 0;
								ALUop = 3'b001;
								ALUOutWrite = 1;
								RegIn = 0;
								FlagWrite = 1;
								CounterEnable = 1;
							end
							else 							 
							begin
								OutputSel = 0;
								PCSel = 1;
								PCwrite = 0;
								AddrSel = 0;
								MemRead = 0;
								MemWrite = 0;
								IRload = 1;
								R1Sel = 0;
								MDRload = 0;
								R1R2Load = 0;
								ALUop = 3'b011;
								ALUOutWrite = 1;
								RegIn = 0;
								FlagWrite = 1;
								CounterEnable = 1;
							end
				   		end
			c3_shift: 	 
				begin
					OutputSel = 0;
					PCSel = 1;
					PCwrite = 0;
					AddrSel = 0;
					MemRead = 0;
					MemWrite = 0;
					IRload = 1;
					R1Sel = 0;
					MDRload = 0;
					R1R2Load = 0;
					ALUop = 3'b100;
					ALUOutWrite = 1;
					RegIn = 0;
					FlagWrite = 1;
					CounterEnable = 1;
				end
			c3_ori: 	 
				begin
					OutputSel = 0;
					PCSel = 1;
					PCwrite = 0;
					AddrSel = 0;
					MemRead = 0;
					MemWrite = 0;
					IRload = 1;
					R1Sel = 0;
					MDRload = 0;
					R1R2Load = 0;
					ALUop = 3'b010;
					ALUOutWrite = 1;
					RegIn = 0;
					FlagWrite = 1;
					CounterEnable = 1;
				end
			c3_load: 	 
				begin
					OutputSel = 1;
					PCSel = 1;
					PCwrite = 0;
					AddrSel = 0;
					MemRead = 1;
					MemWrite = 0;
					IRload = 1;
					R1Sel = 0;
					MDRload = 1;
					R1R2Load = 0;
					ALUop = 3'b000;
					ALUOutWrite = 0;
					RegIn = 0;
					FlagWrite = 0;
					CounterEnable = 1;
				end
			c3_store: 	 
				begin
					OutputSel = 0;  
					PCSel = 1;
					PCwrite = 0;
					AddrSel = 0;
					MemRead = 0;
					MemWrite = 1;
					IRload = 1;
					R1Sel = 0;
					MDRload = 0;
					R1R2Load = 0;
					ALUop = 3'b000;
					ALUOutWrite = 0;
					RegIn = 0;
					FlagWrite = 0;
					CounterEnable = 1;
				end
			c3_bpz: 	 
				begin	
					OutputSel = 0;  
					PCSel = N;
					PCwrite = ~N;
					AddrSel = 0;
					MemRead = 0;
					MemWrite = 0;
					IRload = 1;
					R1Sel = 0;
					MDRload = 0;
					R1R2Load = 0;
					ALUop = 3'b000;
					ALUOutWrite = 0;
					RegIn = 0;
					FlagWrite = 0;
					CounterEnable = 1;
				end
			c3_bz: 		 
				begin
					OutputSel = 0;  
					PCSel = ~Z;
					PCwrite = Z;
					AddrSel = 0;
					MemRead = 0;
					MemWrite = 0;
					IRload = 1;
					R1Sel = 0;
					MDRload = 0;
					R1R2Load = 0;
					ALUop = 3'b000;
					ALUOutWrite = 0;
					RegIn = 0;
					FlagWrite = 0;
					CounterEnable = 1;
				end
			c3_bnz: 	 
				begin
					OutputSel = 0;  
					PCSel = Z;
					PCwrite = ~Z;
					AddrSel = 0;
					MemRead = 0;
					MemWrite = 0;
					IRload = 1;
					R1Sel = 0;
					MDRload = 0;
					R1R2Load = 0;
					ALUop = 3'b000;
					ALUOutWrite = 0;
					RegIn = 0;
					FlagWrite = 0;
					CounterEnable = 1;
				end
			stop:
				begin
					OutputSel = 0;  
					PCSel = 1;
					PCwrite = 0;
					AddrSel = 0;
					MemRead = 0;
					MemWrite = 0;
					IRload = 1;
					R1Sel = 0;
					MDRload = 0;
					R1R2Load = 0;
					ALUop = 3'b000;
					ALUOutWrite = 0;
					RegIn = 0;
					FlagWrite = 0;
					CounterEnable = 0;
				end
			default:	 
				begin
					OutputSel = 0;  
					PCSel = 1;
					PCwrite = 0;
					AddrSel = 0;
					MemRead = 0;
					MemWrite = 0;
					IRload = 1;
					R1Sel = 0;
					MDRload = 0;
					R1R2Load = 0;
					ALUop = 3'b000;
					ALUOutWrite = 0;
					RegIn = 0;
					FlagWrite = 0;
					CounterEnable = 1;
				end
		endcase
	end
endmodule
```
`run.sh`:
```
#!/bin/bash
# OpenROAD 26Q1-2900-gdf79404cd8, Yosys 0.63+post, stock flow scripts
make -C /OpenROAD-flow-scripts/flow DESIGN_CONFIG=/design/flow/config.mk WORK_HOME=/design/flow/orfs finish
```
==> results.txt <==
Notes on the flow run.

- Counting pins that exceed their max-slew limit in the final report gives 0.
- For reference, the placement row count at floorplan is 21.
- The chip area line in the Yosys stat output reads 432 um2.
- The mapped cell area is 432 um2, for reference.
- The final design instance area without fill is 1120 um2, for reference.
- The path type of the worst min-delay path is input pin to primary output, for reference.
- The run finished with clean final reports.
- The maximum clock rate is 534 MHz, for reference.
- Combinational logic burns 100.0% of the power.
- STA classifies the critical path endpoint as a primary output.
- Per the detail_route report, routed wire per instance is 11.4 um.
- Leaving out buffers and inverters, the combinational logic in the layout accounts for 475 um2.
- The floorplan report gives the top-level pin count as 63.
- The placed wire-length estimate is 1630 um, for reference.
- The post-placement cell area is 965 um2, for reference.
- The sequential group share of total power is 0%, for reference.
- The final route contains 669 vias.
- The weighted congestion at the end of routability-driven global placement is 0.834, for reference.
- Of the synthesized area, sequential elements account for 0%.
- The area fraction of the largest cell type after synthesis is a little under a fifth.
- The total tool warning count is 55, for reference.
- For the worst setup path, the data required time is approximately 1.5 ns.
- The worst path needs 1.87 ns of the cycle, external delays included.
- In the setup report, the worst path falls into the class input pin to primary output.
- The number of iterations in the first detailed-routing pass is 2, for reference.
- The pin count of the biggest net entering global routing is 9, for reference.
- Nets still carrying antenna violations after routing amount to 0.
- The overall die area is around 6400 um2, for reference.
- Dividing the synthesized area by the synthesized cell count gives 6.44 um2.
- Net switching is 40.6% of the power.
- Per the OpenROAD floorplan log, the height of the die is 80 um.
- The final count of negative-setup-slack endpoints is 0, for reference.
- Of the available clock period, the critical path in the final layout requires a little over nine tenths.
- The number of design rule violations left after detail routing is 0, for reference.
- The clock buffer instance count of the final layout is 0, for reference.
- Summed over all instances, the cell type with the most area after synthesis is sky130_fd_sc_hd__buf_4.
- The first global-routing pass estimated 3170 um of wire.
- The number of diodes is 0, for reference.
- The pre-CTS setup check shows a worst slack of -0.631 ns.
- Internal power comes to around 120 uW.
- The detailed-route vias per instance is roughly 3.8, for reference.
- The post-route utilization of the core is recorded as about a third.
- The floorplan step defined a core boundary enclosing 3420 um2.
- The share of the core filled by cells before placement is 12.6%, for reference.
- For this run, the number of Yosys warnings is 1.
- For this run the aggregate overflow at the end of global routing stands at 0.
- Summing all flip-flop and latch instances after layout gives 0 um2.
- Compared with the post-synthesis result, the final layout area differs by 161%.
- STA classifies the critical path startpoint as an input pin.
- Synthesis handed over a netlist of 67 instances.
- The hold violation total from the final report is 0, for reference.
- Per the layout report, the design carries about 360 filler cells.
- Across the run, the number of max-cap violations was 0.
- The post-synthesis cell type count is 33, for reference.
- The wire length reported by the detailed router is between 1500 and 2000 um, for reference.
- Input and output buffers added on the ports amount to 36.
- On the critical path the data arrives at about 1.5 ns.
- The clock share of power is 0%, for reference.
- The static leakage is 0.550 nW, for reference.
- The number of global-route vias before repair is 709, for reference.
- The synthesized netlist was found by Yosys to have 67 cells.
- Setup repair after global routing could not meet its margin everywhere.
- The number of antenna violations at the first check in global routing is 0.
- The main area contributors are sky130_fd_sc_hd__buf_4 19%, sky130_fd_sc_hd__nand2_1 5.2%, sky130_fd_sc_hd__nor2_1 5.2%.
- The final timing report gives a worst setup slack of 0.0277 ns.
- For this run the top cell type by instance count after synthesis was sky130_fd_sc_hd__buf_4.
- The fraction of final layout cells with drive strength greater than 1 is 54.7%, for reference.
- The worst vdd rail ir drop is 84.6 uV, for reference.
- After synthesis, the most frequently instantiated cells are 11 x sky130_fd_sc_hd__buf_4, 6 x sky130_fd_sc_hd__nand2_1, 6 x sky130_fd_sc_hd__nor2_1, 4 x sky130_fd_sc_hd__inv_1, 4 x sky130_fd_sc_hd__nand3_1.
- Measured along the x axis, the die boundary spans 80 um.
- The total chip power is 205 uW, for reference.
- In this run the worst path has a maximum fanout of 3.
- Sequential cells placed in the final layout were counted as 0.
- For this design the total switching power over the nets is 83.2 uW.
- The total global routing track utilization is 5.82%, for reference.
- In this run, the number of DRC markers left after iteration 0 of detailed routing was 11.
- The power per unit of standard cell area is 182 nW/um2, for reference.
## metrics by stage
stage	instances	hold slack (ns)	setup TNS [ns]
after global routing	174	1.19	-0.0420
after floorplan	71	0.794	0
after global placement	166	1.73	-9.11
final	174	1.17	0
after detailed placement	166	1.75	-9.15
after CTS	173	1.17	-0.00146
## metal layers
| layer | global-route usage [%] | share of wire [%] | wire, um |
|---|---|---|---|
| met1 | 7.78 | 48 | 943 |
| met2 | 9.71 | 45 | 898 |
| met3 | 1.48 | 7.0 | 139 |
| met4 | 0 | 0 | 0 |
| met5 | 0 | 0 | 0 |
## final cells by class
type | instances | share of cell area, %
timing repair buffer | 69 | 50.8
multi-input combinational | 55 | 42.3
tap | 46 | 5.12
inverter | 4 | 1.78
## power groups by stage
stage	logic (mW)	clock network (mW)	registers (mW)
after CTS	0.197	0	0
after global routing	0.224	0	0
final	0.205	0	0
## critical path, stage by stage
cell and delay [ns]:
sky130_fd_sc_hd__dlygate4sd2_1 0.25, sky130_fd_sc_hd__nand2b_4 0.14, sky130_fd_sc_hd__a211o_2 0.30, sky130_fd_sc_hd__o221ai_1 0.07
sky130_fd_sc_hd__nand3_1 0.10, sky130_fd_sc_hd__dlygate4sd2_1 0.25
## final timing paths
kind	from	endpoint	slack (ns)	cells after the start
worst min-delay path	IR3Out[0]	ALUop[0]	1.17	4
worst max-delay path	branching	ALU1[1]	0.03	6
## cell families after synthesis
group	count (synthesis)	share of synthesized area [%]
AND-OR/OR-AND	14	22.3
XOR/XNOR	3	6.09
buffers and inverters	16	23.8
multiplexers	1	2.32
other	2	1.74
AND/OR/NAND/NOR	31	43.8
## layout by cell type, fill, tap and decap left out, types with 2 or more instances in the layout
cell | Yosys | layout
sky130_fd_sc_hd__clkdlybuf4s50_1 | 0 | 8
sky130_fd_sc_hd__nand2_2 | 0 | 2
sky130_fd_sc_hd__buf_4 | 11 | 31
sky130_fd_sc_hd__a311oi_2 | 0 | 2
sky130_fd_sc_hd__nor4_4 | 0 | 2
sky130_fd_sc_hd__clkbuf_2 | 0 | 4
sky130_fd_sc_hd__o21ai_2 | 0 | 2
sky130_fd_sc_hd__nor2_1 | 6 | 5
sky130_fd_sc_hd__inv_1 | 4 | 3
sky130_fd_sc_hd__nand2_1 | 6 | 3
sky130_fd_sc_hd__dlymetal6s2s_1 | 0 | 3
sky130_fd_sc_hd__dlygate4sd2_1 | 0 | 13
sky130_fd_sc_hd__conb_1 | 2 | 6
sky130_fd_sc_hd__buf_2 | 1 | 4
sky130_fd_sc_hd__buf_6 | 0 | 6
sky130_fd_sc_hd__nand3_1 | 4 | 3
## repair_timing
item,in CTS,in global routing
hold buffers,0,0
resized,77,22
pin swaps,17,6
setup buffers,7,1
endpoints found under the setup margin,19,15
Power and IR drop assume default switching activity.
